## flow/config.mk

```make
export PLATFORM = sky130hd
export DESIGN_NAME = freq_counter
export DESIGN_NICKNAME = freq_counter
export VERILOG_FILES = /design/flow/design.v
export SDC_FILE = /design/flow/constraint.sdc
export NUM_CORES = 4
export LEC_CHECK = 1
export CORE_UTILIZATION = 30
```

## flow/constraint.sdc

```tcl
current_design freq_counter

set clk_period 6.6
set clk_io_pct 0.2

create_clock -name clk0 -period $clk_period [get_ports {clk}]
create_clock -name clk1 -period $clk_period [get_ports {sample_clk}]

set non_clock_inputs [all_inputs -no_clocks]
set_input_delay [expr $clk_period * $clk_io_pct] -clock clk0 $non_clock_inputs
set_output_delay [expr $clk_period * $clk_io_pct] -clock clk0 [all_outputs]
```

## flow/design.v

```verilog
module freq_counter(
	input	reset_n,
	input	clk,
	input		[3:0]	csr_address,
	input				csr_read,
	output reg[31:0]csr_readdata,
	input sample_clk
);
	reg [31:0]freq_int;
	reg [31:0]freq;
	reg [31:0]count_1ms;
	reg       pulse_1ms;
	reg	      pulse_1ms_samp_clk_reg1;
	reg	      pulse_1ms_samp_clk_reg2;
	reg	      pulse_1ms_samp_clk_reg3;
	reg       pls_1sec;
	parameter SYSTEM_CLK_FREQ_PICO_SEC = 32'd20000;  
	localparam count_1ms_in_pico = 1000000000 / SYSTEM_CLK_FREQ_PICO_SEC;
	always @ (posedge clk or negedge reset_n)begin
		if (reset_n == 0)begin
			count_1ms <= 0;
		end else  begin
			if(count_1ms == count_1ms_in_pico - 1'd1)begin
				count_1ms <= 0;
			end else begin
				count_1ms <= count_1ms + 1;
			end
		end
	end
	always @ (posedge clk or negedge reset_n)begin
		if (reset_n == 0)begin
			pulse_1ms <= 0;
		end else  begin
			if(count_1ms == 0)begin
				pulse_1ms <= 1'b1;
			end else begin
				pulse_1ms <= 1'b0;
			end
		end
	end
	always @ (posedge clk or negedge reset_n)begin
		if (reset_n == 0)begin
			csr_readdata <= 0;
		end else if(csr_read == 1)begin
			case(csr_address)
				0:csr_readdata <= freq;
				default:csr_readdata <= 0;
			endcase
		end
	end
	always @ (posedge sample_clk or negedge reset_n)begin
		if (reset_n == 0)begin
			pulse_1ms_samp_clk_reg1 <= 0;
			pulse_1ms_samp_clk_reg2 <= 0;
			pulse_1ms_samp_clk_reg3 <= 0;
		end else begin
			pulse_1ms_samp_clk_reg1 <= pulse_1ms;
			pulse_1ms_samp_clk_reg2 <= pulse_1ms_samp_clk_reg1;
			pulse_1ms_samp_clk_reg3 <= pulse_1ms_samp_clk_reg2;
		end
	end
	always @ (posedge sample_clk or negedge reset_n)begin
		if (reset_n == 0)begin
			pls_1sec <= 0;
		end else begin
			if (pulse_1ms_samp_clk_reg2 == 1 & pulse_1ms_samp_clk_reg3 == 0) begin
				pls_1sec <= 1;
			end else begin
				pls_1sec <= 0;			  
			end
		end
	end
	always @ (posedge sample_clk or negedge reset_n)begin
		if (reset_n == 0)begin
			freq_int <= 0;
			freq <=0;
		end else begin
			if (pls_1sec == 1) begin
				freq_int <= 0;
				freq <= freq_int;
			end else begin
				freq_int <= freq_int + 1;
				freq <= freq;
			end 
		end
	end
endmodule
```

## flow/run.sh

```bash
#!/bin/bash
# OpenROAD 26Q1-2900-gdf79404cd8, Yosys 0.63+post, stock flow scripts
make -C /OpenROAD-flow-scripts/flow DESIGN_CONFIG=/design/flow/config.mk WORK_HOME=/design/flow/orfs finish
```

==> summary.txt <==
impl run done, here's what came out: outcome finished, final reports clean, DRT antenna net count 0, Hold/Removal Path Class flip-flop to flip-flop, final wirelength around 11000 µm, final count of negative-setup-slack endpoints 0, Vias approximately 4000, post_cts resized 0, Cell Int Power between 1 and 1.5 mW, CP endpoint kind asynchronous set/reset pin, vias in the first global route approximately 3900, Synth warnings 1, Netlist cell types 32, Crit path largest cell delay just under 0.7 ns, Top Layout Cells 132 x dfrtp_1, 60 x nand2_1, 45 x inv_1, 39 x o21ai_0, 37 x clkdlybuf4s50_1, dpl ws around 3.5 ns, cells after synthesis around 550, CP top delay family buffers and inverters, Tool Warnings 27, largest net degree at the start of global routing between 60 and 70, Met2 Wirelength just under 5000 µm, cells in synth_stat.txt between 500 and 600, worst setup margin 4.01 ns, DPL Wire Length about 7100 µm, Sw Pwr 0.393 mW, Max Cap Violations 0, first-pass GRT wire length 19400 µm, CTS Hold Bufs 0, Synth top area share 0.576, PwrDens about 260 mW/mm², I/O pin count roughly 40, Slew Limit Fails 0, critical path launch point type input port, Die Wd ~140 µm, Largest cells by area dfrtp_1 58%, mux2_2 6.2%, nand2_1 3.9%, post-DR wirelength/cell about 14 µm, CTS tree yes, Crit path buffers/inverters 3, Vias/cell roughly 4.9, CP required 6.93 ns, RSZ-0062 raised after global routing false, Worst-path clk slew about 0.05 ns, met3 WL approximately 540 µm, most numerous logic cell after layout dfrtp_1, Synth flops 133, Most common cell on crit path buf_4, DRT iter0 DRCs 223, worst setup path category input port to asynchronous set/reset pin, postcts setup bufs 0, most area-hungry cell type in the Yosys netlist dfrtp_1, Pleak 3.05 nW, CP Data Arrival Time 2.91 ns, Seq pwr share 0.440, Comb pwr share 0.013, I/O Buffers 38, synthesis area per yosys ~0.0058 mm², Total GRT Usage 0.124, fraction of layout cells with a size suffix above 1 0.129, drc violations 0, Slew headroom 0.365, fill cell count 1760, Seq share, synth 0.576, GRT overflow 0, Core Rows roughly 50, area grow syn2layout 21.3%, Die Area around 0.02 mm², core area roughly 0.019 mm², Worst Tran Pin Value 0.944 ns, Crit-path slowest cell buf_4, total power between 1.5 and 2 mW, endpoints failing hold 0, Initial DRT Pass Iterations 4, critical path, cell by cell buf_4 -> buf_4 -> buf_4, initial antenna violation count 0, area of the mapped netlist about 0.0058 mm², synthesized area per cell around 11 µm², die height between 100 and 150 µm, clk_skew ~0.0073 ns, fp_density 0.308, routability cong. 0.791, Sw Ratio 0.212, clock network power share 0.547, CP Max Fanout 61, Antenna Cells 0, Fin Setup TNS 0 ns, worst ir drop on vdd roughly 0.15 mV, wire length on met1 5490 µm, DR top layer met4, Clock Sinks roughly 130
## worst register-to-register path, cell delays in order, from the launching register on
cell	delay (ns)
dfrtp_1	0.48
nand4_4	0.18
or4_4	0.70
or4_1	0.55
a21oi_1	0.16
## Yosys cell counts
cell      count
nor2b_1       3
inv_1        45
nand2_1      60
o31a_1        2
nand3_1      20
and2_1        2
mux2_2       32
or4_1        11
o31ai_1      10
o211ai_1      1
or3_1         9
ha_1          3
buf_6         1
nor2_1       21
a31oi_1       1
and4_1        6
or2_2         2
xnor2_1      17
a21oi_1      17
nor4_1       20
clkbuf_1     25
nor4b_1       1
dfrtp_1     133
nor3_1       18
nand4_4       1
and3_1        7
buf_1         1
or4_4         1
nand4_1      13
xor2_1       23
o21ba_2       2
o21ai_0      39
## routing by layer
| metal | track usage | vias to the layer above |
|---|---|---|
| met5 | 0 | - |
| met4 | 0.0263 | 0 |
| met3 | 0.0343 | 21 |
| met2 | 0.186 | 78 |
| met1 | 0.187 | 1969 |
| li1 | - | 1976 |
## power by group through the flow
stage	logic [mW]	clock network, mW	registers, mW
6_report	0.0238	1.01	0.816
5_1_grt	0.0282	1.07	0.815
4_1_cts	0.0253	1.03	0.816
## sequential cells by signal, indices dropped and copies added, names as in the netlist
signal / cells
pls_1sec: 1
count_1ms: 32
pulse_1ms_samp_clk_reg2: 1
pulse_1ms: 1
pulse_1ms_samp_clk_reg3: 1
pulse_1ms_samp_clk_reg1: 1
freq_int: 32
csr_readdata: 32
freq: 32
## final cells by class
class	instances	area (µm²)	area share
Inverter	45	169	0.0241
Clock buffer	19	464	0.0662
Multi-Input combinational cell	342	2180	0.310
Sequential cell	133	3330	0.475
Clock inverter	13	169	0.0241
Tap cell	234	293	0.0417
Timing Repair Buffer	43	415	0.0592
## logic make-up after synthesis
family | synth area share
AND-OR/OR-AND | 0.0703
XOR/XNOR | 0.0606
adder cells (fa/ha/maj) | 0.00649
buffers and inverters | 0.0480
flip-flops | 0.576
multiplexers | 0.0623
AND/OR/NAND/NOR | 0.177
## per-stage QoR
stage          hold slack [ns]  utilization  std cells  instance area (µm²)
2_1_floorplan            0.331            -        547                 5780
3_3_place_gp             0.332        0.340        797                 6380
3_5_place_dp             0.335        0.340        797                 6380
4_1_cts                  0.348        0.374        829                 7020
5_1_grt                  0.355        0.374        829                 7020
6_report                 0.346        0.374        829                 7020
## worst paths after layout
check                                          end  slack (ns)               startpoint  depth (start not counted)
max                                       pls_1sec        4.01                  reset_n                          3
min                        pulse_1ms_samp_clk_reg2        0.35  pulse_1ms_samp_clk_reg1                          0
max reg2reg                           freq_int[22]        4.44              freq_int[5]                          4
min reg2reg                pulse_1ms_samp_clk_reg2        0.35  pulse_1ms_samp_clk_reg1                          0
max in group clk0                  csr_readdata[9]        4.06                 csr_read                          6
max in group clk1                     freq_int[22]        4.44              freq_int[5]                          4
min in group clk0                 csr_readdata[20]        0.45                 freq[20]                          2
min in group asynchronous            count_1ms[16]        0.91                  reset_n                          1
Power is estimated from default activity; no workload was simulated.
